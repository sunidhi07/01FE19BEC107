==> flow/design.v <==
module square_root
    #(parameter N = 32)
    (   input Clock,   
        input reset,   
        input [N-1:0] num_in,    
        output reg done,      
        output reg [N/2-1:0] sq_root   
    );
    reg [N-1:0] a;    
    reg [N/2+1:0] left,right;     
    reg signed [N/2+1:0] r;
    reg [N/2-1:0] q;     
    integer i;    
    always @(posedge Clock or posedge reset) 
    begin
        if (reset == 1) begin    
            done <= 0;
            sq_root <= 0;
            i = 0;
            a = 0;
            left = 0;
            right = 0;
            r = 0;
            q = 0;
        end    
        else begin
            if(i == 0) begin  
                a = num_in;
                done <= 0;     
                i = i+1;    
            end
            else if(i < N/2) begin  
                i = i+1;  
            end
            right = {q,r[N/2+1],1'b1};
            left = {r[N/2-1:0], a[N-1:N-2]};
            a = {a[N-3:0], 2'b0};   
            if ( r[N/2+1] == 1)     
                r = left + right;
            else
                r = left - right;
            q = {q[N/2-2:0], ~r[N/2+1]};
            if(i == N/2) begin     
                done <= 1;     
                i = 0;  
                sq_root <= q;    
                left = 0;
                right = 0;
                r = 0;
                q = 0;
            end
        end    
    end
endmodule
==> flow/run.sh <==
#!/bin/bash
# OpenROAD 26Q1-2900-gdf79404cd8, Yosys 0.63+post, stock flow scripts
make -C /OpenROAD-flow-scripts/flow DESIGN_CONFIG=/design/flow/config.mk WORK_HOME=/design/flow/orfs finish
==> flow/config.mk <==
export PLATFORM = sky130hd
export DESIGN_NAME = square_root
export DESIGN_NICKNAME = square_root
export VERILOG_FILES = /design/flow/design.v
export SDC_FILE = /design/flow/constraint.sdc
export NUM_CORES = 4
export LEC_CHECK = 1
export CORE_UTILIZATION = 40
==> flow/constraint.sdc <==
current_design square_root

set clk_period 16.3
set clk_io_pct 0.2

create_clock -name clk0 -period $clk_period [get_ports {Clock}]

set non_clock_inputs [all_inputs -no_clocks]
set_input_delay [expr $clk_period * $clk_io_pct] -clock clk0 $non_clock_inputs
set_output_delay [expr $clk_period * $clk_io_pct] -clock clk0 [all_outputs]
==> job_summary.md <==
## Implementation flow summary

| Metric | Value |
|---|---|
| Most frequent CP cell | `nor2_1` |
| ANT cells | `0` |
| Initial antenna violation count | `0` |
| Gr busiest metal | `met1` |
| Via count | `4143` |
| Die area | `15300 um2` |
| Ratio of cells with drive above 1 in the final layout | `8.99%` |
| Comb area leader | `simple AND/OR/NAND/NOR gates` |
| Tmin final | `5.15 ns` |
| Psw | `0.122 mW` |
| Hold_buf cts | `0` |
| Critical path origin | `num_in[31]` |
| DP HPWL | `7.47 mm` |
| Iter 0 DRT Violations | `204` |
| Clock share of power | `34.2%` |
| Startpoint class of the critical path | `input port` |
| # resized after CTS | `0` |
| Static Leak | `3.23 nW` |
| Worst r2r src | `i[20]` |
| Global Route met3 Usage | `3.53%` |
| Sequential cell fraction of total power | `52.4%` |
| Fillcell total | `1312` |
| DR WL/cell | `13.8 um` |
| Routed Wire Length | `11.1 mm` |
| WP buf/inv | `1` |
| Total GRT Usage | `16.4%` |
| Grt met2 use | `24.7%` |
| Rows | `44` |
| Crit-path cells | `clkdlybuf4s50_1 -> nor2_1 -> nor2_1 -> or3_1 -> a21oi_1 -> o31ai_1 -> o21ai_0 -> or3b_2 -> and3_1` |
| Post-DR vias/cell | `5.13` |
| Clock Path Buffers | `2` |
| Detail Route Antenna Nets | `0` |
| Worst slew pin tran | `0.804 ns` |
| First-pass GRT wire length | `19.3 mm` |
| Global-route met1 utilization | `25.8%` |
| PwrDens | `86.0 nW/um2` |
| Final Hold Viols | `0` |
| Top-area cell share | `47.5%` |
| P&R area growth vs syn | `15.3%` |
| Clk sinks | `112` |
| Placed Cells | `791` |
| Synth Seq Share | `47.5%` |
| Run status | `complete, no violations` |
| Core Footprint | `14500 um2` |
| Setup violators final | `0` |
| Async set or reset register ratio after synthesis | `100%` |
| XOR-XNOR Cells, Area Fraction | `9.19%` |
| Crit Path Class | `in2reg` |
| CTS root buffer | `clkbuf_16` |
| Post-Syn Instances | `577` |
| Dpl cell area | `6550 um2` |
| EDFF count, synth | `0` |
| Yosys cell count | `577` |
| CTS buffer count | `9` |
| Worst path max stage delay | `0.45 ns` |
| YS chip area | `5910 um2` |
| Io pins | `51` |
| Crit path max-delay family | `simple AND/OR/NAND/NOR gates` |
| Setup crit end kind | `flip-flop` |
| Worst path required time | `16.54 ns` |
| Flops after synth | `112` |
| RD Place Congestion | `0.845` |
| Worst slew margin | `46.3%` |
| Hold crit path type | `reg2reg` |
| Complex Gates by Area | `7.65%` |
| Crit path max fanout | `6` |
| Arr. time, crit path | `5.39 ns` |
| Mux share | `5.55%` |
| Basic Gates by Area | `23.4%` |
| Combinational share of power | `13.4%` |
| Sequential standard cell area | `2800 um2` |
| Syn Area/Cell | `10.2 um2` |
| Layout Skew | `0.00562 ns` |
| Setup TNS | `0 ns` |
| Period utilization | `31.6%` |
| PnR worst setup slack | `11.15 ns` |
| Final Max Tran Viols | `0` |
| CTS H-tree depth | `3` |
| Max Fclk | `194 MHz` |
| Finished Cell Area | `6810 um2` |
| Global route overflow | `0` |
| Vias in the first global route | `3924` |
| DRC Markers | `0` |
| Total tool warning count | `26` |
| Setup WS pre-CTS | `10.78 ns` |
| Max-cap violation count | `0` |
| Switching share of power | `20.8%` |
| Unique cell type count in the Yosys netlist | `61` |
| Later-pin clock latency in the skew report | `0.35 ns` |
| Initial Utilization | `40.8%` |
| Postcts setup bufs | `0` |
| Biggest area cells | `dfrtp_1 47%, xnor2_1 7.4%, nand2_1 7.0%, ha_1 3.8%, mux2_4 3.8%` |
| Cell taking the most area after synthesis | `dfrtp_1` |
| CTS tree | `built` |
| RSZ-0062 raised after global routing | `no` |
| Largest net degree at the start of global routing | `61` |
| Most common cell in the netlist | `dfrtp_1` |
| Most common reg cell | `dfrtp_1` |
| CP max stage cell | `or3b_2` |
| Gate Area | `2930 um2` |
| HP Start | `a[19]` |
| Internal | `0.464 mW` |
| Syn Std Cell Area | `5910 um2` |
| Synth warn | `1` |
| Adder share | `3.81%` |
| Most instantiated cells after synthesis | `112 x dfrtp_1, 110 x nand2_1, 50 x xnor2_1, 35 x and2_1, 25 x nor2_1` |
| Die Y | `124 um` |
| Buffers on Ports | `50` |
| Post-Layout Cell Count | `807` |
| Pre-antenna DRT Iters | `4` |
| Clock slew at reported path FFs | `0.07 ns` |
| Die X-Extent | `124 um` |
| Final hold slack | `0.434 ns` |
| VDD IR max | `0.0507 mV` |
routing by layer:
layer / part of all wire (%) / up-vias / wire length, um
li1: - / 2056 / -
met5: 0 / - / 0
met1: 49 / 1978 / 5460
met3: 5.3 / 14 / 591
met2: 45 / 95 / 4970
met4: 1.1 / 0 / 125
worst paths after layout:
path | end | slack, ns | cells after the start
max in group asynchronous | q[0] | 11.78 | 3
min in group asynchronous | a[21] | 3.39 | 2
setup reg to reg | sq_root[5] | 12.43 | 9
setup / recovery | r[13] | 11.15 | 9
hold reg to reg | a[21] | 0.43 | 2
hold / removal | a[21] | 0.43 | 2
cells by family after synthesis:
group,after synthesis
buffers and inverters,36
muxes,25
AOI/OAI and AO/OA,62
xor gates and xnor gates,62
and+or+nand+nor,262
adders and majority gates,18
DFF,112
worst register-to-register path, delay by kind of cell (launching register included):
kind	cells	cell delay, ns
simple gates	5	1.49
compound gates	2	1.11
flops	1	0.45
mux	1	0.41
buf+inv	1	0.31
cells in the final DEF, fill, tap and decap left out, types with 4 or more instances in the layout:
master,instances
clkdlybuf4s50_1,50
inv_1,9
clkbuf_16,9
mux2_4,15
ha_1,18
and4_1,5
nor2b_1,4
xnor2_1,50
xor2_1,12
mux2i_1,8
a31oi_1,6
nor2_1,24
nand2_1,110
nor3b_1,5
a21oi_1,15
and3_1,7
nor4_2,4
clkbuf_1,4
dfrtp_1,112
buf_4,6
nand4_1,11
nand3_1,18
nor3_1,6
or2_2,5
o21ai_0,11
nor4_1,10
and2_1,35
power by group through the flow:
stage / clock network [mW] / logic [mW] / registers [mW]
finish: 0.200 / 0.0783 / 0.307
global route: 0.222 / 0.0892 / 0.309
CTS: 0.209 / 0.0802 / 0.307
layout make-up:
class	count	area share (%)
multi-input combinational	429	43.1
sequential	112	41.1
timing repair buffer	56	8.01
clock buffer	13	3.53
tap	184	3.38
inverter	10	0.588
clock inverter	3	0.276
per-stage QoR:
stage,util [%],power [mW]
2_1_floorplan,-,0.343
3_3_place_gp,45.3,0.391
3_5_place_dp,45.3,0.392
4_1_cts,47.0,0.596
5_1_grt,47.0,0.620
6_report,47.0,0.586
state kept, by name, summed over array words and instances, names as in the netlist:
| name | cells |
|---|---|
| a | 30 |
| i | 32 |
| q | 16 |
| sq_root | 16 |
| r | 17 |
| done | 1 |
Power and IR drop assume default switching activity.
